**run.sh**
```bash
#!/bin/bash
# OpenROAD 26Q1-2900-gdf79404cd8, Yosys 0.63+post, stock flow scripts
make -C /OpenROAD-flow-scripts/flow DESIGN_CONFIG=/design/flow/config.mk WORK_HOME=/design/flow/orfs finish
```
**constraint.sdc**
```tcl
current_design food

set clk_period 3.6
set clk_io_pct 0.2

create_clock -name clk0 -period $clk_period [get_ports {clk}]

set non_clock_inputs [all_inputs -no_clocks]
set_input_delay [expr $clk_period * $clk_io_pct] -clock clk0 $non_clock_inputs
set_output_delay [expr $clk_period * $clk_io_pct] -clock clk0 [all_outputs]
```
**config.mk**
```make
export PLATFORM = sky130hd
export DESIGN_NAME = food
export DESIGN_NICKNAME = food
export VERILOG_FILES = /design/flow/design.v
export SDC_FILE = /design/flow/constraint.sdc
export NUM_CORES = 4
export LEC_CHECK = 1
export CORE_UTILIZATION = 50
```
**design.v**
```verilog
`timescale 1ns / 1ps
module food(
    input clk,
    input reset,
    input food_eaten,            
    output reg [9:0] food_x,     
    output reg [9:0] food_y      
);
    parameter SCREEN_WIDTH = 640;
    parameter SCREEN_HEIGHT = 480;
    parameter SEGMENT_SIZE = 10;
    reg [9:0] lfsr_x = 10'b1100101011;   
    reg [9:0] lfsr_y = 10'b1011011101;   
    always @(posedge clk or posedge reset) begin
        if (reset) begin
            food_x <= 300;
            food_y <= 200;
            lfsr_x <= 10'b1100101011;
            lfsr_y <= 10'b1011011101;
        end else if (food_eaten) begin
            lfsr_x <= {lfsr_x[8:0], lfsr_x[9] ^ lfsr_x[6]};
            lfsr_y <= {lfsr_y[8:0], lfsr_y[9] ^ lfsr_y[5]};
            food_x <= (lfsr_x % (SCREEN_WIDTH / SEGMENT_SIZE)) * SEGMENT_SIZE;
            food_y <= (lfsr_y % (SCREEN_HEIGHT / SEGMENT_SIZE)) * SEGMENT_SIZE;
        end
    end
endmodule
```
==> out/metrics.cfg <==
[status]
status=complete, but fails checks
failed_checks=setup timing

[clocking]
clockBufferDepth=2
hold_buffers=0
tritoncts=yes
cts-htree-levels=2
root_buffer=clkbuf_8
cts_inserted_buffers=5
clock_latency_ps=280
clk_pin_slew_worst_paths_ps=70
cts_sinks=38

[floorplan]
chipWidth_um=71.4
die_h_um=71.4
chipArea_um2=5100
placementRows=24
initCoreUtil_pct=53.4
ioPinCount=23
fp.coreArea_um2=4500

[finish]
syn2layout_area_growth_pct=23.5
fin_cells=320
final_core_util_pct=66.0
drive_above_1_share_pct=34.7
most-common-layout-cells=mux2_2, buf_4, dfstp_2
fillers=334

[power]
pwr-share-seq_pct=28.7
clkPwrFrac_pct=15.0
p_total_w=0.00293
switchingPower_w=0.00101
p_leak_nw=1.32
combPwrFrac_pct=56.3
vdd_drop_max_mv=0.469
swShare_pct=34.4
p_int_w=0.00193
power_density_nw_per_um2=987

[critical_path]
rr_worst_depth=15
rr_startpoint=lfsr_y[9]$_DFFE_PP1P_
path_cells=ha_4 -> and3b_2 -> mux2_4 -> a21oi_2 -> nor2_1 -> a211oi_2 -> o22ai_2 -> ha_1 -> ha_4 -> a21oi_2 -> or4b_4 -> o2111ai_2 -> xnor2_1 -> xor2_1 -> a21oi_1
worstReg2RegEnd=food_y[9]$_DFFE_PP0P_
crit_slowest_cell=dfstp_2
crit_family=AND-OR/OR-AND gates
criticalPathCategory=flip-flop to flip-flop
crit_arrival_ps=3810
crit_required_ps=3760
endpoint_kind=flip-flop
path_max_fanout=5
crit_buf_inv=0
critPathMaxStageDelay_ps=560
cp-start-kind=flip-flop
r2r_slack_ps=-60

[routing]
drt-met1-wl_um=2200
via_count=1811
drc=0
maxUsedRoutingLayer=met4
wl_per_cell_um=13.9
postRouteAntennaNets=0
met2_wirelength_um=2040
wl_met3_um=154
routed_wirelength_um=4450
first_pass_iters=4
drtIter0Drc=54
routed_via_density=5.66
diodes=0

[synth]
ys_seq_share_pct=40.5
ys_area_um2=2410
synth_area_per_cell_um2=10.2
ys_types=48
synth_flops=38
ys_dominant_reg_cell=dfstp_2
yosys_cells=236
synth_cells=236
edf_count=0
synthArstFlopShare_pct=100
syn-cell-area_um2=2410
yosys_warnings=1

[final_timing]
fmaxAchievable_ghz=0.273
final-max-slew-violation-count=0
rsz0062_at_grt=true
finalSetupTns_ps=-58.6
hold_viol=0
fin_skew_ps=6.53
final.min_clock_period_ps=3660
worst_slack_ps=-58.6
finalSetupViolCount=1
fin_crit_sh_pct=102

[worst_hold_path]
worstHoldPathCells=2
hold_class=flip-flop to flip-flop
holdPathEnd=food_x[2]$_DFFE_PP1P_
min_from=food_x[2]$_DFFE_PP1P_

[place]
portBuffers=20
hpwlAfterDp_um=3140
dpl_worst_slack_ps=-190
placed_cells_incl_taps=310
gp_congestion=0.839

[global_routing]
track_usage_pct=19.5
antenna_found_initial=0
grt_pass1_wl_um=7620
grt_start_max_net_pins=39
grt_pass1_vias=1695
overflow=0

[job]
drv_cap=0
warning_count=29

worst max path at each step:
| stage | depth (start not counted) | startpoint | to |
|---|---|---|---|
| final | 15 | lfsr_y[9]$_DFFE_PP1P_ | food_y[9]$_DFFE_PP0P_ |
| after CTS | 16 | lfsr_y[9]$_DFFE_PP1P_ | food_y[9]$_DFFE_PP0P_ |
| after global routing | 16 | lfsr_y[8]$_DFFE_PP0P_ | food_y[9]$_DFFE_PP0P_ |
per-stage QoR:
step	instance area (µm²)	hold slack, ps
final	2970	488
after floorplan	2450	439
after CTS	2920	495
after detailed placement	2760	467
after global routing	2970	500
after global placement	2760	467
worst register-to-register path, cell delays in order, from the launching register on:
cell and delay (ps):
dfstp_2 560, ha_4 130, and3b_2 250, mux2_4 280, a21oi_2 240, nor2_1 80, a211oi_2 240, o22ai_2 120
ha_1 330, ha_4 290, a21oi_2 60, or4b_4 480, o2111ai_2 100, xnor2_1 150, xor2_1 160, a21oi_1 80
flip-flops by register name (all words and copies together), names as in the netlist:
| register | cells |
|---|---|
| food_y | 9 |
| lfsr_x | 10 |
| lfsr_y | 10 |
| food_x | 9 |
power groups by stage:
| stage | clock [W] | sequential, W | combinational (W) |
|---|---|---|---|
| 4_1_cts | 0.000450 | 0.000838 | 0.00159 |
| 5_1_grt | 0.000467 | 0.000876 | 0.00187 |
| 6_report | 0.000440 | 0.000843 | 0.00165 |
cells by family (layout without fill, tap and decap cells):
kind of cell	Yosys count	after routing	synth area share (%)
muxes	24	24	11.3
and+or+nand+nor	47	47	9.36
buffers and inverters	35	66	6.50
DFF	38	38	40.5
other	1	2	0.156
xor gates and xnor gates	14	14	5.09
adders and majority gates	22	22	12.1
AOI/OAI and AO/OA	55	55	15.0
layer usage:
| layer | track usage [%] | up-vias |
|---|---|---|
| met2 | 30.6 | 34 |
| met1 | 31.4 | 886 |
| li1 | - | 886 |
| met5 | 0 | - |
| met4 | 2.22 | 0 |
| met3 | 3.14 | 5 |
final cells by class:
cell class / instances / area [µm²] / share of cell area (%)
sequential: 38 / 976 / 32.8
clock buffer: 6 / 82.6 / 2.78
inverter: 17 / 63.8 / 2.15
multi-input combinational: 164 / 1370 / 46.2
clock inverter: 2 / 60.1 / 2.02
timing repair buffer: 41 / 353 / 11.9
tap: 52 / 65.1 / 2.19
timing repair:
item,4_1_cts,5_1_grt
buffers inserted,1,1
endpoints found under the setup margin,1,2
resized,5,10
pin swaps,5,11
Yosys cell counts (2+ instances only):
cell type  count  share of area [%]
xnor2_1       10                3.6
buf_6          2               0.94
dfrtp_1       18                 19
o21ai_0       18                3.7
a21oi_1       14                2.9
clkbuf_1       9                1.4
nand2_1       13                2.0
a211oi_1       2               0.62
fa_1           2                1.7
nand2b_1       4                1.0
mux2_2        21                9.8
xor2_1         4                1.5
nor4_1         2               0.52
buf_1          3               0.47
nor3_1         2               0.42
mux2i_1        2               0.83
o32ai_1        2               0.73
o22ai_1        2               0.52
buf_2          2               0.42
dfstp_2       20                 22
nor2_1        17                2.7
a21o_1         3               0.94
ha_1          20                 10
buf_4          2               0.62
inv_1         17                2.7
or3_1          2               0.52
o2111ai_1      2               0.73
Power is estimated from default activity; no workload was simulated.
