==> /design/flow/config.mk <==
export PLATFORM = sky130hd
export DESIGN_NAME = score_display
export DESIGN_NICKNAME = score_display
export VERILOG_FILES = /design/flow/design.v
export SDC_FILE = /design/flow/constraint.sdc
export NUM_CORES = 4
export LEC_CHECK = 1
export CORE_AREA = 10 10 81 81
export DIE_AREA = 0 0 91 91
==> /design/flow/constraint.sdc <==
current_design score_display

set clk_period 10.5
set clk_io_pct 0.2

create_clock -name clk0 -period $clk_period

set non_clock_inputs [all_inputs -no_clocks]
set_input_delay [expr $clk_period * $clk_io_pct] -clock clk0 $non_clock_inputs
set_output_delay [expr $clk_period * $clk_io_pct] -clock clk0 [all_outputs]
==> /design/flow/design.v <==
module score_display(
    input [7:0] score,         
    output reg [7:0] ones,     
    output reg [7:0] tenths    
);
    reg [3:0] digit0, digit1;
    always @(*) begin
        digit0 = score % 10;                
        digit1 = (score / 10) % 10;         
        case(digit0)
            4'b0000 : ones = 8'b11000000;  
            4'b0001 : ones = 8'b11111001;  
            4'b0010 : ones = 8'b10100100;  
            4'b0011 : ones = 8'b10110000;  
            4'b0100 : ones = 8'b10011001;  
            4'b0101 : ones = 8'b10010010;  
            4'b0110 : ones = 8'b10000010;  
            4'b0111 : ones = 8'b11111000;  
            4'b1000 : ones = 8'b10000000;  
            4'b1001 : ones = 8'b10010000;  
            default : ones = 8'b00000000;  
        endcase
        case(digit1)
            4'b0000 : tenths = 8'b11000000;  
            4'b0001 : tenths = 8'b11111001;  
            4'b0010 : tenths = 8'b10100100;  
            4'b0011 : tenths = 8'b10110000;  
            4'b0100 : tenths = 8'b10011001;  
            4'b0101 : tenths = 8'b10010010;  
            4'b0110 : tenths = 8'b10000010;  
            4'b0111 : tenths = 8'b11111000;  
            4'b1000 : tenths = 8'b10000000;  
            4'b1001 : tenths = 8'b10010000;  
            default : tenths = 8'b00000000;  
        endcase
    end
endmodule
==> /design/flow/run.sh <==
#!/bin/bash
# OpenROAD 26Q1-2900-gdf79404cd8, Yosys 0.63+post, stock flow scripts
make -C /OpenROAD-flow-scripts/flow DESIGN_CONFIG=/design/flow/config.mk WORK_HOME=/design/flow/orfs finish
==> GITHUB_STEP_SUMMARY <==
## Implementation flow summary

| Metric | Value |
|---|---|
| Status | `finished clean` |
| Register area | `0 um2` |
| Rows | `25` |
| Syn avg cell area | `6.87 um2` |
| DR pass1 iterations | `4` |
| GRT overflow | `0` |
| # diodes | `0` |
| Final Util | `36.8%` |
| Peak supply drop | `0.0285 mV` |
| Final GP Congestion | `0.827` |
| Period utilization | `92.5%` |
| Tightest Pin Transition | `575 ps` |
| CTS Hold Buffers Added | `0` |
| Static Leak | `0.697 nW` |
| Cell count in the Yosys report | `218` |
| Most frequent cells in the layout | `clkdlybuf4s50_1 (24), nor2_1 (18), nand2_1 (18)` |
| CTS resizes | `0` |
| Die width | `91 um` |
| Vias in the first global route | `1460` |
| Critical-path cell list | `clkdlybuf4s50_1 > nor2_1 > inv_1 > ha_1 > nor2b_1 > a21oi_1 > nor4_1 > o21ai_0 > buf_4 > inv_1 > ha_1 > inv_1 > ha_1 > nand2b_1 > o21a_1 > a211o_1 > xnor2_1 > inv_1 > ha_1 > or3_1 > a21oi_1 > clkdlybuf4s50_1` |
| Cells after Synth | `218` |
| Pwr/cell area | `98.4 nW/um2` |
| Switching power | `82.4 uW` |
| Slew headroom | `61.4%` |
| Yosys chip area | `1500 um2` |
| Commonest Layout Cell | `clkdlybuf4s50_1` |
| Reg power frac | `0%` |
| Worst Setup End Kind | `output port` |
| Post-route setup TNS | `0 ps` |
| FMAX | `103 MHz` |
| Slowest stage cell on the critical path | `clkdlybuf4s50_1` |
| Setup bufs post-CTS | `0` |
| CP Max Fanout | `16` |
| Floorplan Utilization | `31.1%` |
| Seq cells | `0` |
| Drt wl/cell | `12.8 um` |
| Critical path arrival | `7610 ps` |
| Min-Delay Path Class | `in2out` |
| Via count | `1648` |
| Clock share of power | `0%` |
| Max-cap violation count | `0` |
| First-pass GRT wire length | `6740 um` |
| Area growth syn-to-layout | `18.2%` |
| Final hold violation count | `0` |
| Initial antenna violation count | `0` |
| Worst setup SP type | `input pin` |
| # clk buffers | `0` |
| IO Count | `24` |
| Part of the power in combinational logic | `100.0%` |
| RSZ-0062 raised after global routing | `false` |
| Largest net degree at the start of global routing | `27` |
| Seq share, synth | `0%` |
| Area of the die | `8280 um2` |
| Period minus WS final | `9710 ps` |
| Residual DRC | `0` |
| Synth unique cells | `60` |
| P_int | `91.9 uW` |
| Port bufs | `24` |
| Multi-input logic area | `1380 um2` |
| Final ANT Viol Nets | `0` |
| Gr usage total | `8.96%` |
| Critical path required time | `8400 ps` |
| Setup CP Type | `in2out` |
| Final Max Tran Viols | `0` |
| Tool warnings | `39` |
| Synthesized area | `1500 um2` |
| # fillers | `530` |
| Total Routed Length | `3840 um` |
| Vias/cell | `5.51` |
| DRT iter0 DRCs | `113` |
| HPWL Detailed | `3110 um` |
| Sw frac | `47.3%` |
| Worst stage delay on the critical path | `660 ps` |
| Ys Warns | `1` |
| Core area | `4820 um2` |
| Fraction of layout cells with a size suffix above 1 | `6.47%` |
| # setup viols final | `0` |
| Die height | `91 um` |
worst max-delay path, delay by kind of cell:
family / cells / cell delay, ps
AND-OR/OR-AND: 5 / 990
XOR/XNOR: 1 / 320
adder cells (fa/ha/maj): 4 / 950
buffers and inverters: 7 / 1700
AND/OR/NAND/NOR: 5 / 1540
Yosys cell counts, types with 2 or more instances:
library cell / count / area [um2]
a211o_1: 2 / 17.5
a211oi_1: 7 / 52.6
a21oi_1: 14 / 70.1
a221o_1: 3 / 30.0
a22o_1: 2 / 17.5
a31oi_1: 3 / 18.8
and2_1: 3 / 18.8
and3_1: 3 / 18.8
buf_2: 7 / 35.0
buf_6: 2 / 22.5
clkbuf_1: 3 / 11.3
ha_1: 14 / 175
inv_1: 11 / 41.3
mux2_4: 2 / 30.0
mux2i_1: 4 / 40.0
nand2_1: 18 / 67.6
nand2b_1: 9 / 56.3
nand3_1: 7 / 35.0
nor2_1: 18 / 67.6
nor2b_1: 7 / 43.8
nor3_1: 5 / 25.0
o211a_1: 4 / 40.0
o211ai_1: 2 / 15.0
o21a_1: 4 / 30.0
o21ai_0: 16 / 80.1
o221ai_1: 6 / 52.6
o2bb2ai_1: 2 / 17.5
o32ai_1: 2 / 17.5
or3_1: 5 / 31.3
xnor2_1: 3 / 26.3
final timing paths:
path | from | end | slack (ps) | cells after the start
worst max-delay path | score[6] | tenths[5] | 790 | 22
worst min-delay path | score[0] | ones[4] | 5380 | 5
power by group through the flow:
stage	clock network [mW]	registers (mW)	logic, mW
CTS	0	0	0.176
global route	0	0	0.196
finish	0	0	0.174
layer usage:
layer / wire [um] / up-vias / part of all wire (%) / track usage [%]
met5: 0 / - / 0 / 0
met4: 0 / 0 / 0 / 0.392
met3: 146 / 0 / 3.8 / 0.498
met2: 1700 / 39 / 44 / 14.5
met1: 1990 / 742 / 52 / 13.4
li1: - / 867 / - / -
metrics by stage:
step | hold WS (ps) | total power [mW] | worst slack (ps) | cells | cell area, um2
after global routing | 5450 | 0.196 | 314 | 299 | 1770
final | 5380 | 0.174 | 790 | 299 | 1770
after CTS | 5390 | 0.176 | 848 | 299 | 1770
after floorplan | 4430 | 0.111 | 2560 | 218 | 1500
after global placement | 5380 | 0.177 | 1010 | 299 | 1770
after detailed placement | 5390 | 0.175 | 844 | 299 | 1770
area by class of cell:
cell class | instances | share of cell area (%)
multi-input cells | 193 | 77.9
well taps | 67 | 4.73
repair buffers | 27 | 14.8
inverters | 12 | 2.54
cell families after synthesis:
group | after synthesis | synth area share (%)
buf+inv | 25 | 7.94
fa+ha+maj | 15 | 12.4
xor+xnor | 5 | 3.43
compound gates | 83 | 42.1
mux | 6 | 4.68
simple gates | 84 | 29.5
No activity file was given, so power comes from the tool's default toggle rates.
