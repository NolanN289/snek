--- /design/flow/design.v ---
`timescale 1ns / 1ps
module vga_controller(
    input clk_100MHz,    
    input reset,         
    output video_on,     
    output hsync,        
    output vsync,        
    output p_tick,       
    output [9:0] x,      
    output [9:0] y       
    );
    parameter HD = 640;              
    parameter HF = 48;               
    parameter HB = 16;               
    parameter HR = 96;               
    parameter HMAX = HD+HF+HB+HR-1;  
    parameter VD = 480;              
    parameter VF = 10;               
    parameter VB = 33;               
    parameter VR = 2;                
    parameter VMAX = VD+VF+VB+VR-1;  
	reg  [1:0] r_25MHz;
	wire w_25MHz;
	always @(posedge clk_100MHz or posedge reset)
		if(reset)
		  r_25MHz <= 0;
		else
		  r_25MHz <= r_25MHz + 1;
	assign w_25MHz = (r_25MHz == 0) ? 1 : 0;  
    reg [9:0] h_count_reg, h_count_next;
    reg [9:0] v_count_reg, v_count_next;
    reg v_sync_reg, h_sync_reg;
    wire v_sync_next, h_sync_next;
    always @(posedge clk_100MHz or posedge reset)
        if(reset) begin
            v_count_reg <= 0;
            h_count_reg <= 0;
            v_sync_reg  <= 1'b0;
            h_sync_reg  <= 1'b0;
        end
        else begin
            v_count_reg <= v_count_next;
            h_count_reg <= h_count_next;
            v_sync_reg  <= v_sync_next;
            h_sync_reg  <= h_sync_next;
        end
    always @(posedge w_25MHz or posedge reset)       
        if(reset)
            h_count_next = 0;
        else
            if(h_count_reg == HMAX)                  
                h_count_next = 0;
            else
                h_count_next = h_count_reg + 1;         
    always @(posedge w_25MHz or posedge reset)
        if(reset)
            v_count_next = 0;
        else
            if(h_count_reg == HMAX)                  
                if((v_count_reg == VMAX))            
                    v_count_next = 0;
                else
                    v_count_next = v_count_reg + 1;
    assign h_sync_next = (h_count_reg >= (HD+HB) && h_count_reg <= (HD+HB+HR-1));
    assign v_sync_next = (v_count_reg >= (VD+VB) && v_count_reg <= (VD+VB+VR-1));
    assign video_on = (h_count_reg < HD) && (v_count_reg < VD);  
    assign hsync  = h_sync_reg;
    assign vsync  = v_sync_reg;
    assign x      = h_count_reg;
    assign y      = v_count_reg;
    assign p_tick = w_25MHz;
endmodule
--- /design/flow/constraint.sdc ---
current_design vga_controller

set clk_period 2.0
set clk_io_pct 0.2

create_clock -name clk0 -period $clk_period [get_ports {clk_100MHz}]

set non_clock_inputs [all_inputs -no_clocks]
set_input_delay [expr $clk_period * $clk_io_pct] -clock clk0 $non_clock_inputs
set_output_delay [expr $clk_period * $clk_io_pct] -clock clk0 [all_outputs]
--- /design/flow/run.sh ---
#!/bin/bash
# OpenROAD 26Q1-2900-gdf79404cd8, Yosys 0.63+post, stock flow scripts
make -C /OpenROAD-flow-scripts/flow DESIGN_CONFIG=/design/flow/config.mk WORK_HOME=/design/flow/orfs finish
--- /design/flow/config.mk ---
export PLATFORM = sky130hd
export DESIGN_NAME = vga_controller
export DESIGN_NICKNAME = vga_controller
export VERILOG_FILES = /design/flow/design.v
export SDC_FILE = /design/flow/constraint.sdc
export NUM_CORES = 4
export LEC_CHECK = 1
export CORE_UTILIZATION = 50
==> out/metrics.yaml <==
unclocked_pins: 20
worst_r2r_path_depth: 4
top_cells_by_area: "dfrtp_1, ha_1, xnor2_1"
max_slew_margin_pct: 64.8
synth_area_mm2: 0.00189
crit_path_start_kind: "flop"
place.gp.congestion: 0.861
cts_made_buffers: 3
crit_type: "reg2out"
drive_gt1_share_pct: 16.2
wl_per_cell_um: 14.0
dieWidth_um: 63.4
dpl.cell_count: 227
core-area_mm2: 0.00347
areaGrowthSynthToFinish_pct: 20.8
netlist-cell-type-count: 37
largest_area_cell: "dfrtp_1"
slew_viol_final: 0
n_antenna_cell: 0
grt_pass1_wl_mm: 5.63
cap_violations: 0
async_flop_share_pct: 100
groute.usage.overall_pct: 18.8
crit_arrival_ns: 1.46
grt_pass1_vias: 1118
hold_path_depth: 1
ant_nets: 0
insertion_delay_ns: 0.26
skew_ns: 0.000617
root_buffer: "clkbuf_8"
vias: 1271
min_period_over_period_pct: 93.1
ys_seq_share_pct: 58.4
firstDrtPassIters: 4
fillers: 270
min_path_type: "reg2reg"
ios: 26
fin_tns_setup_ns: 0
ys_cells: 157
synth-area-yosys_mm2: 0.00189
clk_pin_slew_ns: 0.09
setup_viol: 0
place_hpwl_mm: 2.23
tool_warnings: 32
h-tree-depth: 1
ys.flops: 44
synth-edff-count: 0
cts_tree: "built"
yosys_warnings: 1
ir_drop_uv: 242
hold_viol_final: 0
antenna_found_initial: 0
vias_per_cell: 5.36
crit_path_end_kind: "primary output"
dieArea_mm2: 0.00402
path_max_fanout: 9
powerDensity_mw_per_mm2: 366
leakagePower_nw: 0.997
grt-ovfl-total: 0
maxClockFrequency_ghz: 0.537
status: "finished clean"
grt_max_degree: 45
die_y_um: 63.4
wl_mm: 3.32
drt-initial-drc-count: 79
min_period_ns: 1.86
fin_util_pct: 65.7
drc: 0
synth_top_flop_cell: "dfrtp_1"
untimed_endpoints: 40
synth_top_area_share_pct: 58.4
clk_path_buf_depth: 2
stdcell_count: 237
critPathRequiredTime_ns: 1.60
worst_pin_slew_ns: 0.527
synthCells: 157
fin_hold_ws_ns: 0.408
initCoreUtil_pct: 54.4
std_cell_rows: 21
portBuffers: 25
syn_area_per_cell_um2: 12.0
[worst paths after layout]
| check | startpoint | end | slack [ns] |
|---|---|---|---|
| max reg2reg | v_count_reg[5] | v_sync_reg | 0.75 |
| min | r_25MHz[0] | r_25MHz[0] | 0.41 |
| min reg2reg | r_25MHz[0] | r_25MHz[0] | 0.41 |
| min in group asynchronous | reset | v_count_reg[0] | 0.56 |
| max | h_count_reg[9] | video_on | 0.14 |
| max in group asynchronous | reset | h_count_reg[8] | 1.05 |
[cell type report]
| class | count | area, um^2 | area share [%] |
|---|---|---|---|
| clock buffers | 4 | 55.1 | 2.42 |
| inverters | 8 | 30.0 | 1.32 |
| multi-input cells | 100 | 706 | 31.0 |
| flip-flops and latches | 44 | 1100 | 48.5 |
| well taps | 46 | 57.6 | 2.53 |
| repair buffers | 35 | 325 | 14.3 |
[cell families after synthesis]
logic type / synth area share, %
xor gates and xnor gates: 5.57
buffers and inverters: 4.24
AOI/OAI and AO/OA: 6.23
and+or+nand+nor: 20.3
DFF: 58.4
adders and majority gates: 5.31
[cell usage in the layout (no fill, tap or decap), drive strengths merged, types with 4 or more instances in the layout]
master / Yosys / final
inv: 8 / 8
clkdlybuf4s50: 0 / 25
nand4: 6 / 6
clkbuf: 1 / 4
nand3: 10 / 10
buf: 4 / 10
nor2: 7 / 7
dfrtp: 44 / 44
xor2: 4 / 4
xnor2: 8 / 8
o21ai: 10 / 10
nand2: 19 / 19
ha: 8 / 8
[per-stage QoR]
stage	setup WS [ns]	cell area [um^2]	total power, mW
floorplan	0.569	1890	0.507
global placement	0.386	2170	0.515
detailed placement	0.363	2170	0.515
CTS	0.0587	2230	0.847
global route	-0.000650	2280	0.877
finish	0.137	2280	0.833
[where the power goes]
part           internal [mW]  switching, mW
clock                  0.176          0.154
combinational        0.00311         0.0162
sequential             0.484              0
[synth_stat cells (2+ instances only)]
library cell and number:
dfrtp_1 44, a311oi_1 2, o21ai_2 5, a21oi_1 2
nand3_1 9, nor3_1 3, xnor2_1 8, xor2_1 4
nand4_1 6, o21ai_0 5, buf_6 4, nor2_1 7
nand2_1 18, ha_1 8, nand2b_1 3, inv_1 8
[routing by layer]
metal,up-vias,track usage [%],part of all wire (%)
li1,602,-,-
met2,35,23.1,41
met1,629,37.7,54
met3,5,2.57,4.2
met5,-,0,0
met4,0,1.99,1.2
[repair_timing]
item / CTS / global route
hold buffers: 0 / 0
setup buffers: 0 / 6
resized: 0 / 4
endpoints found under the setup margin: 0 / 1
endpoints found under the hold margin: 0 / 0
[worst max-delay path, stage by stage, from the launching register on]
cell             delay [ns]
dfrtp_1                0.48
o21ai_1                0.12
nand2_1                0.06
nor2_1                 0.08
clkdlybuf4s50_1        0.45
Power is estimated from default activity; no workload was simulated.
